--- design.v ---
module P_MUL(
	in_1,
	in_2,
	in_3,
	in_4,
	in_valid,
	rst_n,
	clk,
    out_valid,
	out
);
input [47:0] in_1, in_2;
input [47:0] in_3, in_4;
input in_valid, rst_n, clk;
output logic out_valid;
output logic [95:0] out;
logic valid, in_valid_reg_1, in_valid_reg_2, in_valid_reg_3;
logic [47:0] in_1_reg_1, in_2_reg_1, in_3_reg_1, in_4_reg_1;
logic [47:0] in_1_reg_2, in_2_reg_2, in_3_reg_2, in_4_reg_2;
logic [47:0] max_1, max_1_comb;
logic [47:0] max_2, max_2_comb;
logic [11:0] PA1, PA2, PA3, PA4;
logic [11:0] PB1, PB2, PB3, PB4;
logic [95:0] mult11, mult21, mult31, mult41, mult11_comb, mult21_comb, mult31_comb, mult41_comb;
logic [95:0] mult12, mult22, mult32, mult42, mult12_comb, mult22_comb, mult32_comb, mult42_comb;
logic [95:0] mult13, mult23, mult33, mult43, mult13_comb, mult23_comb, mult33_comb, mult43_comb;
logic [95:0] mult14, mult24, mult34, mult44, mult14_comb, mult24_comb, mult34_comb, mult44_comb;
logic [95:0] sum_comb, sum;
assign valid = in_valid;
always_ff @(posedge clk, negedge rst_n) begin : init_ff
	if(!rst_n) begin
		in_valid_reg_1 <= 0;
		in_1_reg_1 <= 0;
		in_2_reg_1 <= 0;
		in_3_reg_1 <= 0;
		in_4_reg_1 <= 0;
	end
	else begin      
		in_valid_reg_1 <= valid;
		in_1_reg_1 <= in_1;
		in_2_reg_1 <= in_2;
		in_3_reg_1 <= in_3;
		in_4_reg_1 <= in_4;
	end
end
assign max_1_comb = (in_1_reg_1 > in_2_reg_1) ? in_1_reg_1 : in_2_reg_1;
assign max_2_comb = (in_3_reg_1 > in_4_reg_1) ? in_3_reg_1 : in_4_reg_1;
always_ff @(posedge clk, negedge rst_n) begin : max_ff
	if(!rst_n) begin
		in_valid_reg_2 <= 0;
		max_1 <= 0;
		max_2 <= 0;
	end
	else begin
		in_valid_reg_2 <= in_valid_reg_1;
		max_1 <= max_1_comb;
		max_2 <= max_2_comb;
	end
end
always_comb begin : mult_comb_1
	PA1 = max_1[11: 0];
	PA2 = max_1[23:12];
	PA3 = max_1[35:24];
	PA4 = max_1[47:36];
	PB1 = max_2[11: 0];
	PB2 = max_2[23:12];
	PB3 = max_2[35:24];
	PB4 = max_2[47:36];
	mult11_comb = PA1 * PB1;
	mult21_comb = PA2 * PB1;
	mult31_comb = PA3 * PB1;
	mult41_comb = PA4 * PB1;
	mult12_comb = PA1 * PB2;
	mult22_comb = PA2 * PB2;
	mult32_comb = PA3 * PB2;
	mult42_comb = PA4 * PB2;
	mult13_comb = PA1 * PB3;
	mult23_comb = PA2 * PB3;
	mult33_comb = PA3 * PB3;
	mult43_comb = PA4 * PB3;
	mult14_comb = PA1 * PB4;
	mult24_comb = PA2 * PB4;
	mult34_comb = PA3 * PB4;
	mult44_comb = PA4 * PB4;
end
always_ff @(posedge clk, negedge rst_n) begin
	if(!rst_n) begin
		in_valid_reg_3 <= 0;
		mult11 <= 0;
		mult21 <= 0;
		mult31 <= 0;
		mult41 <= 0;
		mult12 <= 0;
		mult22 <= 0;
		mult32 <= 0;
		mult42 <= 0;
		mult13 <= 0;
		mult23 <= 0;
		mult33 <= 0;
		mult43 <= 0;
		mult14 <= 0;
		mult24 <= 0;
		mult34 <= 0;
		mult44 <= 0;
	end
	else begin
		in_valid_reg_3 <= in_valid_reg_2;
		mult11 <= mult11_comb;
		mult21 <= mult21_comb;
		mult31 <= mult31_comb;
		mult41 <= mult41_comb;
		mult12 <= mult12_comb;
		mult22 <= mult22_comb;
		mult32 <= mult32_comb;
		mult42 <= mult42_comb;
		mult13 <= mult13_comb;
		mult23 <= mult23_comb;
		mult33 <= mult33_comb;
		mult43 <= mult43_comb;
		mult14 <= mult14_comb;
		mult24 <= mult24_comb;
		mult34 <= mult34_comb;
		mult44 <= mult44_comb;
	end
end
always_comb begin
	sum_comb = (mult11 + (mult12 << 12) + (mult21<<12) + (mult31<<24) + (mult13<<24) + (mult22<<24) + (mult14<<36) + (mult41<<36) + (mult23<<36) + (mult32<<36) + (mult42<<48) + (mult24<<48) + (mult33<<48) + (mult43<<60) + (mult34<<60) + (mult44<<72));
end
always_ff @(posedge clk, negedge rst_n) begin : out_ff
	if(!rst_n) begin
		out_valid <= 0;
		out       <= 0;
	end
	else begin
		out_valid <= in_valid_reg_3;
		out       <= sum_comb;
	end
end
endmodule
--- run.sh ---
#!/bin/bash
# OpenROAD 26Q1-2900-gdf79404cd8, Yosys 0.63+post, stock flow scripts
make -C /OpenROAD-flow-scripts/flow DESIGN_CONFIG=/design/flow/config.mk WORK_HOME=/design/flow/orfs finish
--- config.mk ---
export PLATFORM = sky130hd
export DESIGN_NAME = P_MUL
export DESIGN_NICKNAME = P_MUL
export VERILOG_FILES = /design/flow/design.v
export SDC_FILE = /design/flow/constraint.sdc
export NUM_CORES = 4
export LEC_CHECK = 1
export CORE_UTILIZATION = 30
--- constraint.sdc ---
current_design P_MUL

set clk_period 24.3
set clk_io_pct 0.2

create_clock -name clk0 -period $clk_period [get_ports {clk}]

set non_clock_inputs [all_inputs -no_clocks]
set_input_delay [expr $clk_period * $clk_io_pct] -clock clk0 $non_clock_inputs
set_output_delay [expr $clk_period * $clk_io_pct] -clock clk0 [all_outputs]
==> impl_metrics.ini <==
; generated from flow reports
[routing]
drtPass1Iterations = 5
drt-initial-drc-count = 3112
ant_nets = 0
wl_mm = 278
via_per_inst = 4.51
wl_per_cell_um = 16.9
vias = 74200
drc = 0

[job]
warnings = 25
max_cap_violations = 0

[clock_network]
clk_pin_slew_worst_paths_ns = 0.06
cts_tree = yes
clkSinkCount = 772
numCtsBuffers = 94
ctsHoldBuffers = 0
cts_htree_levels = 3
clk_latency_ns = 0.75
cts.repair.resized = 0
cts-root-buf = clkbuf_16
post-cts-setup-buffer-count = 0
clockBufferDepth = 3

[critical_path]
r2r-end = mult34[22]$_DFF_PN0_
path_max_fanout = 60
worstSetupPathType = in -> async
critPathArrivalTime_ns = 8.05
r2r_start = max_1[30]$_DFF_PN0_
startpoint_type = input pin
required_ns = 25.04
crit_path_end_kind = async pin
rr_worst_depth = 19
r2r_setup_slack_ns = 17.56

[sta]
period_minus_slack_ns = 7.31
max_freq_ghz = 0.137
skew_ns = 0.0401
fin_ws_ns = 16.99
tightest_slew_ns = 1.07
period_used_pct = 30.1
setup_tns_ns = 0
slew_headroom_pct = 28.0
slew_viol_final = 0
rsz0062_at_grt = false
setup_viol = 0
hold_violations = 0
holdWs_ns = 0.341

[yosys]
ys_cells = 11500
numSynthFlops = 772
netlist_area_sq_um = 109000
synth_top_area_share_pct = 33.5
edf_count = 0
ys.warnings.count = 1
syn-mean-instance-area_sq_um = 9.41
async_flop_share_pct = 100
yosys.cell_types.count = 69
area_leaders = fa_1, dfrtp_1, ha_1, inv_1, nand2_1
flop_cell = dfrtp_1
ys_chip_area_sq_um = 109000
top_area_cell = fa_1
syn_inst = 11500
postSynthSeqShare_pct = 17.8

[die]
num_rows = 220
io_pins = 292
core_area_sq_um = 359000
die_h_um = 603
die_area_sq_um = 364000
fp_util_pct = 30.2
die_w_um = 603

[min_path]
worstHoldStart = in_valid_reg_3$_DFF_PN0_
hold_path_end = out_valid$_DFF_PN0_
hp-class = reg -> reg
whs_path_depth = 0

[finish]
final_cell_area_sq_um = 120000
post-route-util_pct = 33.4
comb_area_sq_um = 77100
final_cells = 16400
fillCellCount = 36500
seq_area_sq_um = 19400
drive_above_1_share_pct = 4.40
syn_to_final_growth_pct = 10.7

[placed_design]
hpwl_mm = 216
gp_congestion = 0.975
pre_cts_ws_ns = 15.94
portBuffers = 291
dpl-instance-area_sq_um = 117000
dp_cells = 16300

[grt]
antenna_found_initial = 18
grt_pass1_vias = 78500
grt_pass1_wl_mm = 450
grt.overflow.total = 0
grt_usage_pct = 16.6
grt_max_degree = 64

[status]
outcome = completed
## cells by family (layout without fill, tap and decap cells)
kind of cell               Yosys count  in the layout  synth area share [%]
AOI/OAI and AO/OA                  889            889                  5.31
xor gates and xnor gates           357            357                  2.88
adders and majority gates         3097           3097                  48.3
buffers and inverters             3220           3336                  11.2
DFF                                772            772                  17.8
muxes                               97             97                  1.00
other                                0              6                     0
and+or+nand+nor                   3103           3103                  13.5
## cells in the mapped netlist, types with 17 or more instances
cell type	n
nand2b_1	33
o31ai_1	17
dfrtp_1	772
nand2_1	1591
nor3_1	88
nor2_1	223
nand4_1	50
nor2b_1	57
o211ai_1	18
fa_1	1817
xnor2_1	276
o21bai_1	26
or3_1	21
a21boi_0	17
a211oi_1	18
a21oi_1	278
inv_1	2702
xor2_1	81
nand3_1	75
or2_2	19
a31oi_1	31
clkbuf_1	504
a21o_1	149
o21a_1	42
and3_1	38
mux2_2	95
o21ai_0	159
ha_1	1280
and2_1	883
## registers in the layout, summed over array words and instances, names as in the netlist, 24 cells and up
name	flops
in_1_reg_1	48
in_2_reg_1	48
in_3_reg_1	48
in_4_reg_1	48
max_1	48
max_2	48
mult11	24
mult12	24
mult13	24
mult14	24
mult21	24
mult22	24
mult23	24
mult24	24
mult31	24
mult32	24
mult33	24
mult34	24
mult41	24
mult42	24
mult43	24
mult44	24
out	96
## area by class of cell
type	count	share of cell area (%)
timing repair buffer	461	3.49
sequential	772	16.1
inverter	2702	8.44
clock buffer	113	2.10
antenna	6	0.0125
tap	4773	4.97
clock inverter	60	0.676
multi-input combinational	7543	64.2
## per-layer routing
metal	GRT usage (%)	part of all wire, %	vias up
li1	-	-	34600
met1	23.7	44	37000
met2	24.2	43	2137
met3	6.79	10	329
met4	3.59	2.7	6
met5	0	0.014	-
## layout by cell type, fill, tap and decap left out, drive strengths merged, types with 11 or more instances in the layout
cell type / synthesis / routed
o41ai: 11 / 11
a211o: 14 / 14
a221oi: 12 / 12
and3: 38 / 38
nand4: 50 / 50
ha: 1280 / 1280
clkdlybuf4s50: 0 / 290
nand2: 1591 / 1591
nor2: 223 / 223
dfrtp: 772 / 772
xnor2: 276 / 276
xor2: 81 / 81
inv: 2702 / 2724
or3: 21 / 21
clkbuf: 504 / 113
o21bai: 27 / 27
and2: 883 / 883
or2: 19 / 19
a211oi: 19 / 19
o211ai: 18 / 18
buf: 14 / 171
o21a: 42 / 42
a21o: 149 / 149
clkinv: 0 / 19
mux2: 95 / 95
nand2b: 33 / 33
nor3: 88 / 88
nor2b: 57 / 57
a31oi: 32 / 32
bufinv: 0 / 13
fa: 1817 / 1817
o31ai: 18 / 18
o21ai: 174 / 174
nand3: 75 / 75
a21boi: 22 / 22
a21oi: 278 / 278
## worst max-delay path, cell delays in order
cell and delay [ns]:
buf_8 0.36, buf_4 0.52, buf_4 0.43, buf_4 0.55
buf_4 0.51, buf_4 0.66
## worst max-delay path by stage
stage,start,endpoint,slack [ns],cells past startpoint
after global routing,rst_n,max_2[40]$_DFF_PN0_,16.37,6
final,rst_n,max_2[40]$_DFF_PN0_,16.99,6
after CTS,rst_n,max_2[40]$_DFF_PN0_,16.75,6
