### flow/design.v
module DCSTCO(
	clk,
	rst_n,
    in_valid,
	target_product,
    out_valid,
	ten,
	five,
	one,
	run_out_ing,
	ready_refri,
	ready_kitch,
	valid_refri,
	valid_kitch,
	product_out,
	number_out
);
input        clk, rst_n ;
input        in_valid ;
input        [11:0] target_product ;
input        ready_refri ;
input        ready_kitch ;
output logic out_valid ;
output logic [3:0] ten ;
output logic five ;
output logic [2:0] one ;
output logic run_out_ing ;
output logic valid_refri ;
output logic valid_kitch ;
output logic product_out ;
output logic [5:0] number_out ; 
parameter S_IDLE = 3'd0, S_NUG = 3'd1, S_FRIED = 3'd2, S_APPLE = 3'd3, S_PEACH = 3'd4, S_OUT = 3'd5;
logic out_valid_comb;
logic        enough, enough_comb;
logic [ 2:0] state, next, temp, temp_comb;
logic [ 1:0] cnt,   cnt_comb;
logic [11:0] input_reg, input_reg_comb;
logic [3:0] ten_comb;
logic [1:0] ten_temp;
logic [2:0] one_temp, one_comb;
logic       valid_refri_comb;
logic       valid_kitch_comb;
logic       product_out_comb;
logic [5:0] number_out_comb;
logic [1:0] five_temp_2;
logic       five_temp_1, five_comb;
logic [6:0] shop_reg;
logic [6:0] sum_reg, sum_comb;
logic [6:0] nug_comb, fried_comb ;
logic [6:0] apple_comb , peach_comb;
logic run_out_ing_comb;
logic [6:0] nugget_in_shop, fried_rice_in_shop ;
logic [6:0] apple_in_shop , peach_in_shop ;
always_ff @(posedge clk, negedge rst_n) begin: init_ff
	if(~rst_n) begin
		state <= S_IDLE;
		temp  <= S_IDLE;
		fried_rice_in_shop <= 0;
		nugget_in_shop     <= 0;
		apple_in_shop      <= 0;
		peach_in_shop      <= 0;
	end
	else begin
		state <= next;
		temp  <= temp_comb;
		fried_rice_in_shop <= fried_comb;
		nugget_in_shop     <= nug_comb;
		apple_in_shop      <= apple_comb;
		peach_in_shop      <= peach_comb;
	end
end
always_comb begin : init_comb
	input_reg_comb = input_reg;
	temp_comb = temp;
	next = state;
	valid_kitch_comb = 0;
	valid_refri_comb = 0;
	run_out_ing_comb = 0;
	out_valid_comb   = 0;
	enough_comb = enough;
	product_out_comb = 0;
	number_out_comb  = 0;
	sum_comb = sum_reg;
	ten_comb  = 0;
	one_comb  = 0;
	five_comb = 0;
	fried_comb = fried_rice_in_shop;
	nug_comb   = nugget_in_shop;
	apple_comb = apple_in_shop;
	peach_comb = peach_in_shop;
	if(in_valid) begin
		input_reg_comb = target_product;
		enough_comb = 1;
		next = S_PEACH;
	end
	else begin
		case(state)
			S_PEACH: begin
				if(input_reg[2:0] > peach_in_shop && ready_refri) begin
					number_out_comb  = 50 - peach_in_shop;
					valid_refri_comb = 1; 
					product_out_comb = 0;
					enough_comb      = 0;
					peach_comb       = 50;
					ten_comb  = 0;
					one_comb  = 0;
					five_comb = 0;
					next = S_FRIED;
				end
				else if(enough && peach_in_shop >= input_reg[2:0]) begin
					sum_comb    = input_reg[2:0] * 4;
					enough_comb = 1;
					next = S_FRIED; 
				end
			end
			S_APPLE: begin
				if(input_reg[5:3] > apple_in_shop && ready_refri) begin
					number_out_comb  = 50 - apple_in_shop;
					valid_refri_comb = 1;
					product_out_comb = 1;
					enough_comb      = 0;
					apple_comb       = 50;
					ten_comb  = 0;
					one_comb  = 0;
					five_comb = 0;
					next = S_NUG; 
				end
				else if(!enough && apple_in_shop >= input_reg[5:3]) begin
					ten_comb  = 0;
					one_comb  = 0;
					five_comb = 0;
					next = S_NUG;
				end
				else if(enough && apple_in_shop >= input_reg[5:3]) begin
					sum_comb    = sum_reg + input_reg[5:3] * 2;
					enough_comb = 1;
					next = S_NUG; 
				end
			end
			S_FRIED: begin
				if(input_reg[8:6] > fried_rice_in_shop && ready_kitch) begin
					number_out_comb  = 50 - fried_rice_in_shop;
					valid_kitch_comb = 1;
					product_out_comb = 0;
					enough_comb      = 0;
					fried_comb       = 50;
					ten_comb  = 0;
					one_comb  = 0;
					five_comb = 0;
					next = S_APPLE;
				end
				else if(!enough && fried_rice_in_shop >= input_reg[8:6]) begin
					ten_comb  = 0;
					one_comb  = 0;
					five_comb = 0;
					next = S_APPLE;
				end
				else if(enough && fried_rice_in_shop >= input_reg[8:6]) begin
					sum_comb    = sum_reg + input_reg[8:6] * 5;
					enough_comb = 1;
					next = S_APPLE; 
				end
			end
			S_NUG: begin
				if(input_reg[11:9] > nugget_in_shop && ready_kitch) begin
					number_out_comb  = 50 - nugget_in_shop;
					valid_kitch_comb = 1;
					product_out_comb = 1;
					enough_comb      = 0;
					nug_comb         = 50;
					out_valid_comb   = 1;
					run_out_ing_comb = 1;
					ten_comb  = 0;
					one_comb  = 0;
					five_comb = 0;
					next = S_IDLE; 
				end
				else if(!enough && nugget_in_shop >= input_reg[11:9]) begin
					ten_comb  = 0;
					one_comb  = 0;
					five_comb = 0;
					out_valid_comb   = 1;
					run_out_ing_comb = 1;
					next = S_IDLE; 
				end
				else if(enough && nugget_in_shop >= input_reg[11:9]) begin
					sum_comb    = sum_reg + input_reg[11:9] * 3;
					enough_comb = 1;
					next        = S_OUT; 
				end
			end
		endcase
		if(next == S_OUT) begin
			nug_comb   = nugget_in_shop     - input_reg[11:9];
			fried_comb = fried_rice_in_shop - input_reg[ 8:6];
			apple_comb = apple_in_shop      - input_reg[ 5:3];
			peach_comb = peach_in_shop      - input_reg[ 2:0];
			out_valid_comb = 1;
			{ten_comb, five_comb}  = sum_comb / 5;
			one_comb  = (sum_comb % 5);
			sum_comb = 0;
			next = S_IDLE;
		end
	end
end
always_ff @(posedge clk, negedge rst_n) begin: temp_ff
	if(~rst_n) begin
		five <= 0;
		one  <= 0;
		ten  <= 0;
		sum_reg <= 0;
		out_valid <= 0;
		enough    <= 0;
		input_reg <= 0;
		valid_kitch <= 0;
		valid_refri <= 0;
		number_out  <= 0;
		product_out <= 0;
		run_out_ing <= 0;
	end
	else begin
		five <= five_comb;
		one  <= one_comb;
		ten  <= ten_comb;
		sum_reg <= sum_comb;
		out_valid <= out_valid_comb;
		enough    <= enough_comb;
		input_reg <= input_reg_comb;
		valid_kitch <= valid_kitch_comb;
		valid_refri <= valid_refri_comb;
		number_out  <= number_out_comb;
		product_out <= product_out_comb;
		run_out_ing <= run_out_ing_comb;
	end
end
endmodule
### flow/run.sh
#!/bin/bash
# OpenROAD 26Q1-2900-gdf79404cd8, Yosys 0.63+post, stock flow scripts
make -C /OpenROAD-flow-scripts/flow DESIGN_CONFIG=/design/flow/config.mk WORK_HOME=/design/flow/orfs finish
### flow/config.mk
export PLATFORM = sky130hd
export DESIGN_NAME = DCSTCO
export DESIGN_NICKNAME = DCSTCO
export VERILOG_FILES = /design/flow/design.v
export SDC_FILE = /design/flow/constraint.sdc
export NUM_CORES = 4
export LEC_CHECK = 1
export CORE_UTILIZATION = 30
### flow/constraint.sdc
current_design DCSTCO

set clk_period 11.2
set clk_io_pct 0.2

create_clock -name clk0 -period $clk_period [get_ports {clk}]

set non_clock_inputs [all_inputs -no_clocks]
set_input_delay [expr $clk_period * $clk_io_pct] -clock clk0 $non_clock_inputs
set_output_delay [expr $clk_period * $clk_io_pct] -clock clk0 [all_outputs]
==> impl_metrics.py <==
# Physical implementation metrics
metrics = {
    "logic_synthesis": {
        "netlist_area_um2": 6362,
        "edf_count": 0,
        "avgSynthCellArea_um2": 8.517,
        "postSynthCellCount": 747,
        "synth.yosys.seq_area_share_pct": 29.11,
        "flop_cell": "dfrtp_1",
        "yosysWarnings": 1,
        "async_flop_share_pct": 100.0,
        "synth.distinct_cells": 93,
        "yosys_area_um2": 6362,
        "numSynthFlops": 74,
        "ys_cells": 747,
    },
    "placement": {
        "gp_congestion": 0.9491,
        "place_worst_setup_slack_ns": 2.364,
        "place_hpwl_mm": 13.53,
        "dp_cells": 1027,
        "portBuffers": 35,
    },
    "clock_network": {
        "clock_latency_ns": 0.35,
        "clk_path_buf_depth": 2,
        "cts_inserted_buffers": 9,
        "tritoncts": "done",
        "post_cts_resized": 0,
        "clk_pin_slew_ns": 0.06,
        "hold_buffers": 0,
        "root_buffer": "clkbuf_16",
        "cts_setup_buffers": 0,
        "cts_sinks": 74,
        "htreeDepth": 3,
    },
    "global_routing": {
        "grt_pass1_vias": 5583,
        "overflow": 0,
        "grt_use_met2_pct": 28.49,
        "grt_use_total_pct": 17.38,
        "busiest_layer": "met2",
        "gr-usage-met3_pct": 2.110,
        "use_met1_pct": 24.88,
        "grt_pass1_wl_mm": 29.50,
        "antenna_found_initial": 0,
        "grt_max_degree": 57,
    },
    "worst_hold_path": {
        "worstHoldEndpoint": "fried_rice_in_shop[5]",
        "hold_path_depth": 1,
        "hold_class": "flip-flop to flip-flop",
        "hp-start": "fried_rice_in_shop[5]",
    },
    "timing": {
        "fin_crit_sh_pct": 77.06,
        "rsz0062_at_grt": "no",
        "relSlewSlack_pct": 46.65,
        "worst_slew_pin_slew_ns": 0.7973,
        "timing.final.crit_period_ns": 8.631,
        "fin_ws_ns": 2.569,
        "skew_ns": 0.008130,
        "finalHoldViolCount": 0,
        "fmax_mhz": 115.9,
        "setup_violations": 0,
        "finalSetupTns_ns": 0,
        "slew_violations": 0,
    },
    "routing": {
        "wl_mm": 17.98,
        "ant_nets": 0,
        "drc": 0,
        "diodes": 0,
        "wire_per_inst_um": 17.24,
        "via_count": 5768,
        "drtIter0Drc": 318,
        "viasPerCell": 5.530,
        "dr.pass1.iters": 5,
    },
    "floorplan": {
        "fp-utilization_pct": 31.04,
        "die_w_um": 147.6,
        "coreArea_um2": 20490,
        "rows": 52,
        "die-height_um": 147.6,
        "pin_count": 36,
        "chipArea_um2": 21790,
    },
    "final_layout": {
        "layout-drive-gt1-share_pct": 8.279,
        "final_common_cell": "dfrtp_1",
        "logic_area_um2": 4185,
        "final_cell_mix": "74 x dfrtp_1, 66 x nand2_1, 53 x nor2_1, 53 x a21oi_1, 49 x inv_1",
        "fill_cells": 2066,
        "regArea_um2": 1852,
        "syn_to_final_growth_pct": 14.71,
        "fin_cells": 1043,
        "largest_register_ffs": 12,
    },
    "critical_path": {
        "r2r_slack_ns": 3.67,
        "reg2reg_to": "one[0]",
        "end_kind": "flip-flop",
        "reg2reg_from": "sum_reg[1]",
        "cp-start-kind": "input pin",
        "worstPathRequired_ns": 11.46,
        "criticalPathCategory": "input pin to flip-flop",
        "rr_worst_depth": 27,
        "worst-path-max-fanout": 13,
        "critPathArrivalTime_ns": 8.89,
    },
    "run": {
        "warnings": 28,
        "cap_violations": 0,
    },
    "status": {
        "status": "finished, final reports clean",
    },
}
## worst max path at each step
stage | startpoint | endpoint | cells after the start | slack (ns)
4_1_cts | ready_kitch | one[0] | 24 | 2.68
5_1_grt | ready_kitch | one[0] | 25 | 1.91
6_report | ready_kitch | one[0] | 24 | 2.57
## area by class of cell
class                      instances  area share [%]
clock buffer                      10           3.274
clock inverter                     6           1.234
inverter                          51           2.623
multi-input combinational        589           57.35
sequential                        74           25.37
tap                              270           4.629
timing repair buffer              43           5.520
## stage by stage
stage | util, % | cell area [µm²] | hold WS (ns)
final | 35.61 | 7298 | 0.4581
after detailed placement | 34.00 | 6969 | 0.4495
after global routing | 35.61 | 7298 | 0.5002
after CTS | 35.61 | 7298 | 0.4667
after floorplan | - | 6362 | 0.4336
after global placement | 34.00 | 6969 | 0.4501
## metal layers
layer,vias to the layer above,share of wire (%)
li1,2813,-
met1,2747,45
met2,171,48
met3,37,4.7
met4,0,2.5
met5,-,0
## cells in the mapped netlist, types with 6 or more instances
master / count / area share [%]
mux2_2: 8 / 1.4
a21oi_1: 53 / 4.2
nor2b_1: 6 / 0.59
a21o_1: 6 / 0.71
o31ai_1: 6 / 0.71
a31oi_1: 13 / 1.3
inv_1: 49 / 2.9
mux2i_1: 9 / 1.4
dfrtp_1: 74 / 29
o211ai_1: 12 / 1.4
xor2_1: 18 / 2.5
o21a_1: 9 / 1.1
nor4_1: 8 / 0.79
fa_1: 10 / 3.1
nor2_1: 53 / 3.1
nand2_1: 66 / 3.9
xnor2_1: 16 / 2.2
ha_1: 42 / 8.3
o21ai_0: 47 / 3.7
nand3_1: 23 / 1.8
nand2b_1: 18 / 1.8
o22ai_1: 13 / 1.3
a221oi_1: 6 / 0.83
clkbuf_1: 29 / 1.7
nor3_1: 26 / 2.0
a211oi_1: 10 / 1.2
## worst max-delay path, stage by stage
cell,delay (ns)
clkdlybuf4s50_1,0.58
and4b_1,0.40
nand2_1,0.09
o2111ai_1,0.24
nor4bb_1,0.47
a21oi_1,0.13
buf_4,0.20
nand2b_1,0.23
inv_1,0.12
ha_1,0.26
nand2b_1,0.23
o21a_1,0.46
o2bb2ai_1,0.41
o21ai_0,0.21
a41o_1,0.24
o21ai_0,0.13
inv_1,0.10
ha_1,0.20
a221oi_1,0.51
nor4b_4,0.40
mux2_2,0.40
a21boi_2,0.18
or3_1,0.31
a21oi_1,0.16
## cells by family after synthesis
logic type      after synthesis  share of synthesized area, %
mux                          17                         2.832
buf+inv                      84                         5.113
flops                        74                         29.11
simple gates                245                         20.16
fa+ha+maj                    52                         11.41
compound gates              241                         26.71
xor+xnor                     34                         4.680
