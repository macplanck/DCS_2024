==> design/flow/design.v <==
module ME(
	clk,
	rst_n,
    block_valid,
	area_valid,
    in_data,
    out_valid,
    out_vector
);
input clk, rst_n, block_valid, area_valid;
input [7:0] in_data;
output logic out_valid;
output logic signed [2:0] out_vector;
parameter S_IDLE = 2'd3, S_IN = 2'd0, S_OUT = 2'd1;
logic [ 11:0] search_0      [4:0];
logic [ 11:0] search_1      [4:0];
logic [ 10:0] search_2      [4:0];
logic [  9:0] search_3      [4:0];
logic [ 11:0] search_0_comb [4:0];
logic [ 11:0] search_1_comb [4:0];
logic [ 10:0] search_2_comb [4:0];
logic [  9:0] search_3_comb [4:0];
logic [ 11:0] CalA_0_comb   [7:0];
logic [ 11:0] CalA_1_comb   [7:0];
logic [ 10:0] CalA_2_comb   [7:0];
logic [  9:0] CalA_3_comb   [7:0];
logic [ 11:0] CalB_0_comb   [7:0];
logic [ 11:0] CalB_1_comb   [7:0];
logic [ 10:0] CalB_2_comb   [7:0];
logic [  9:0] CalB_3_comb   [7:0];
logic [  7:0] curr_block        [15:0];  
logic [  7:0] curr_block_comb   [15:0];
logic [ 11:0] smallest_val, smallest_val_comb;
logic [  5:0] smallest_pos, smallest_pos_comb;
logic [  2:0] xpos, ypos;
logic [  5:0] input_cnt,   input_cnt_comb;  
logic [  1:0] state,       next;
logic signed [2:0] out_vector_comb;
logic              out_valid_comb;
always_ff @(posedge clk, negedge rst_n) begin : Init_ff
    if(!rst_n) state = S_IDLE;
    else       state = next;
end
always_comb begin : State_comb
	search_0_comb[0] = search_0[0];	search_0_comb[1] = search_0[1];	search_0_comb[2] = search_0[2];	search_0_comb[3] = search_0[3];	search_0_comb[4] = search_0[4];
	search_1_comb[0] = search_1[0];	search_1_comb[1] = search_1[1];	search_1_comb[2] = search_1[2];	search_1_comb[3] = search_1[3];	search_1_comb[4] = search_1[4];
	search_2_comb[0] = search_2[0];	search_2_comb[1] = search_2[1];	search_2_comb[2] = search_2[2];	search_2_comb[3] = search_2[3];	search_2_comb[4] = search_2[4];
	search_3_comb[0] = search_3[0];	search_3_comb[1] = search_3[1];	search_3_comb[2] = search_3[2];	search_3_comb[3] = search_3[3];	search_3_comb[4] = search_3[4];
	curr_block_comb[ 0] = curr_block[ 0];	curr_block_comb[ 1] = curr_block[ 1];	curr_block_comb[ 2] = curr_block[ 2];	curr_block_comb[ 3] = curr_block[ 3];
	curr_block_comb[ 4] = curr_block[ 4];	curr_block_comb[ 5] = curr_block[ 5];	curr_block_comb[ 6] = curr_block[ 6];	curr_block_comb[ 7] = curr_block[ 7];
	curr_block_comb[ 8] = curr_block[ 8];	curr_block_comb[ 9] = curr_block[ 9];	curr_block_comb[10] = curr_block[10];	curr_block_comb[11] = curr_block[11];
	curr_block_comb[12] = curr_block[12];	curr_block_comb[13] = curr_block[13];	curr_block_comb[14] = curr_block[14];	curr_block_comb[15] = curr_block[15];
    smallest_pos_comb = smallest_pos;
    smallest_val_comb = smallest_val;
    input_cnt_comb = input_cnt;
    next = state;
    out_valid_comb  = out_valid;
    out_vector_comb = out_vector;
	CalA_0_comb[0] = 0;	CalA_0_comb[1] = 0;	CalA_0_comb[2] = 0;	CalA_0_comb[3] = search_0[0];	CalA_0_comb[4] = search_0[1];	CalA_0_comb[5] = search_0[2];	CalA_0_comb[6] = search_0[3];	CalA_0_comb[7] = search_0[4];
	CalA_1_comb[0] = 0;	CalA_1_comb[1] = 0;	CalA_1_comb[2] = 0;	CalA_1_comb[3] = search_1[0];	CalA_1_comb[4] = search_1[1];	CalA_1_comb[5] = search_1[2];	CalA_1_comb[6] = search_1[3];	CalA_1_comb[7] = search_1[4];
	CalA_2_comb[0] = 0;	CalA_2_comb[1] = 0;	CalA_2_comb[2] = 0;	CalA_2_comb[3] = search_2[0];	CalA_2_comb[4] = search_2[1];	CalA_2_comb[5] = search_2[2];	CalA_2_comb[6] = search_2[3];	CalA_2_comb[7] = search_2[4];
	CalA_3_comb[0] = 0;	CalA_3_comb[1] = 0;	CalA_3_comb[2] = 0;	CalA_3_comb[3] = search_3[0];	CalA_3_comb[4] = search_3[1];	CalA_3_comb[5] = search_3[2];	CalA_3_comb[6] = search_3[3];	CalA_3_comb[7] = search_3[4];
	CalB_0_comb[0] = 0;	CalB_0_comb[1] = 0;	CalB_0_comb[2] = 0;	CalB_0_comb[3] = search_0[0];	CalB_0_comb[4] = search_0[1];	CalB_0_comb[5] = search_0[2];	CalB_0_comb[6] = search_0[3];	CalB_0_comb[7] = search_0[4];
	CalB_1_comb[0] = 0;	CalB_1_comb[1] = 0;	CalB_1_comb[2] = 0;	CalB_1_comb[3] = search_1[0];	CalB_1_comb[4] = search_1[1];	CalB_1_comb[5] = search_1[2];	CalB_1_comb[6] = search_1[3];	CalB_1_comb[7] = search_1[4];
	CalB_2_comb[0] = 0;	CalB_2_comb[1] = 0;	CalB_2_comb[2] = 0;	CalB_2_comb[3] = search_2[0];	CalB_2_comb[4] = search_2[1];	CalB_2_comb[5] = search_2[2];	CalB_2_comb[6] = search_2[3];	CalB_2_comb[7] = search_2[4];
	CalB_3_comb[0] = 0;	CalB_3_comb[1] = 0;	CalB_3_comb[2] = 0;	CalB_3_comb[3] = search_3[0];	CalB_3_comb[4] = search_3[1];	CalB_3_comb[5] = search_3[2];	CalB_3_comb[6] = search_3[3];	CalB_3_comb[7] = search_3[4];
    {ypos, xpos}  = input_cnt;   
	CalA_0_comb[xpos+0] = (in_data > curr_block[ 0]) ? CalB_0_comb[xpos+0] + in_data - curr_block[ 0] : CalB_0_comb[xpos+0] + curr_block[ 0] - in_data; 
	CalA_0_comb[xpos+1] = (in_data > curr_block[ 1]) ? CalB_0_comb[xpos+1] + in_data - curr_block[ 1] : CalB_0_comb[xpos+1] + curr_block[ 1] - in_data; 
	CalA_0_comb[xpos+2] = (in_data > curr_block[ 2]) ? CalB_0_comb[xpos+2] + in_data - curr_block[ 2] : CalB_0_comb[xpos+2] + curr_block[ 2] - in_data; 
	CalA_0_comb[xpos+3] = (in_data > curr_block[ 3]) ? CalB_0_comb[xpos+3] + in_data - curr_block[ 3] : CalB_0_comb[xpos+3] + curr_block[ 3] - in_data; 
	CalA_1_comb[xpos+0] = (in_data > curr_block[ 4]) ? CalB_1_comb[xpos+0] + in_data - curr_block[ 4] : CalB_1_comb[xpos+0] + curr_block[ 4] - in_data; 
	CalA_1_comb[xpos+1] = (in_data > curr_block[ 5]) ? CalB_1_comb[xpos+1] + in_data - curr_block[ 5] : CalB_1_comb[xpos+1] + curr_block[ 5] - in_data; 
	CalA_1_comb[xpos+2] = (in_data > curr_block[ 6]) ? CalB_1_comb[xpos+2] + in_data - curr_block[ 6] : CalB_1_comb[xpos+2] + curr_block[ 6] - in_data; 
	CalA_1_comb[xpos+3] = (in_data > curr_block[ 7]) ? CalB_1_comb[xpos+3] + in_data - curr_block[ 7] : CalB_1_comb[xpos+3] + curr_block[ 7] - in_data; 
	CalA_2_comb[xpos+0] = (in_data > curr_block[ 8]) ? CalB_2_comb[xpos+0] + in_data - curr_block[ 8] : CalB_2_comb[xpos+0] + curr_block[ 8] - in_data; 
	CalA_2_comb[xpos+1] = (in_data > curr_block[ 9]) ? CalB_2_comb[xpos+1] + in_data - curr_block[ 9] : CalB_2_comb[xpos+1] + curr_block[ 9] - in_data; 
	CalA_2_comb[xpos+2] = (in_data > curr_block[10]) ? CalB_2_comb[xpos+2] + in_data - curr_block[10] : CalB_2_comb[xpos+2] + curr_block[10] - in_data; 
	CalA_2_comb[xpos+3] = (in_data > curr_block[11]) ? CalB_2_comb[xpos+3] + in_data - curr_block[11] : CalB_2_comb[xpos+3] + curr_block[11] - in_data; 
	CalA_3_comb[xpos+0] = (in_data > curr_block[12]) ? CalB_3_comb[xpos+0] + in_data - curr_block[12] : CalB_3_comb[xpos+0] + curr_block[12] - in_data; 
	CalA_3_comb[xpos+1] = (in_data > curr_block[13]) ? CalB_3_comb[xpos+1] + in_data - curr_block[13] : CalB_3_comb[xpos+1] + curr_block[13] - in_data; 
	CalA_3_comb[xpos+2] = (in_data > curr_block[14]) ? CalB_3_comb[xpos+2] + in_data - curr_block[14] : CalB_3_comb[xpos+2] + curr_block[14] - in_data; 
	CalA_3_comb[xpos+3] = (in_data > curr_block[15]) ? CalB_3_comb[xpos+3] + in_data - curr_block[15] : CalB_3_comb[xpos+3] + curr_block[15] - in_data; 
    case(state)
        S_IDLE: begin
            search_0_comb[0] = 0;	search_0_comb[1] = 0;	search_0_comb[2] = 0;	search_0_comb[3] = 0;	search_0_comb[4] = 0;
            search_1_comb[0] = 0;	search_1_comb[1] = 0;	search_1_comb[2] = 0;	search_1_comb[3] = 0;	search_1_comb[4] = 0;
            search_2_comb[0] = 0;	search_2_comb[1] = 0;	search_2_comb[2] = 0;	search_2_comb[3] = 0;	search_2_comb[4] = 0;
            search_3_comb[0] = 0;	search_3_comb[1] = 0;	search_3_comb[2] = 0;	search_3_comb[3] = 0;	search_3_comb[4] = 0;
            curr_block_comb[ 0] = 0;	curr_block_comb[ 1] = 0;	curr_block_comb[ 2] = 0;	curr_block_comb[ 3] = 0;
            curr_block_comb[ 4] = 0;	curr_block_comb[ 5] = 0;	curr_block_comb[ 6] = 0;	curr_block_comb[ 7] = 0;
            curr_block_comb[ 8] = 0;	curr_block_comb[ 9] = 0;	curr_block_comb[10] = 0;	curr_block_comb[11] = 0;
            curr_block_comb[12] = 0;	curr_block_comb[13] = 0;	curr_block_comb[14] = 0;	curr_block_comb[15] = 0;
            smallest_val_comb = ~128'd0;
            smallest_pos_comb = 0;
            input_cnt_comb    = 0;
            out_vector_comb   = 0; 
            out_valid_comb    = 0;
            next = S_IN;
        end
        S_IN:   begin
            if(block_valid) begin
                {curr_block_comb[15], curr_block_comb[14], curr_block_comb[13], curr_block_comb[12], 
                 curr_block_comb[11], curr_block_comb[10], curr_block_comb[ 9], curr_block_comb[ 8], 
                 curr_block_comb[ 7], curr_block_comb[ 6], curr_block_comb[ 5], curr_block_comb[ 4], 
                 curr_block_comb[ 3], curr_block_comb[ 2], curr_block_comb[ 1], curr_block_comb[ 0]} = 
                {curr_block[14], curr_block[13], curr_block[12], curr_block[11], 
                 curr_block[10], curr_block[ 9], curr_block[ 8], curr_block[ 7], 
                 curr_block[ 6], curr_block[ 5], curr_block[ 4], curr_block[ 3], 
                 curr_block[ 2], curr_block[ 1], curr_block[ 0], in_data};
            end
            else if(area_valid) begin
                input_cnt_comb = input_cnt + 8'd1;
                if(xpos >= 3 && ypos >= 3) begin 
                    if(CalA_0_comb[xpos] < smallest_val_comb) begin 
                        smallest_val_comb = CalA_0_comb[xpos];
                        smallest_pos_comb = input_cnt;
                    end
                end
                search_0_comb[0] = CalA_0_comb[3];	search_0_comb[1] = CalA_0_comb[4];	search_0_comb[2] = CalA_0_comb[5];	search_0_comb[3] = CalA_0_comb[6];	search_0_comb[4] = CalA_0_comb[7];
                search_1_comb[0] = CalA_1_comb[3];	search_1_comb[1] = CalA_1_comb[4];	search_1_comb[2] = CalA_1_comb[5];	search_1_comb[3] = CalA_1_comb[6];	search_1_comb[4] = CalA_1_comb[7];
                search_2_comb[0] = CalA_2_comb[3];	search_2_comb[1] = CalA_2_comb[4];	search_2_comb[2] = CalA_2_comb[5];	search_2_comb[3] = CalA_2_comb[6];	search_2_comb[4] = CalA_2_comb[7];
                search_3_comb[0] = CalA_3_comb[3];	search_3_comb[1] = CalA_3_comb[4];	search_3_comb[2] = CalA_3_comb[5];	search_3_comb[3] = CalA_3_comb[6];	search_3_comb[4] = CalA_3_comb[7];
                if(xpos == 7) begin
                    search_0_comb[0] = CalA_1_comb[3];	search_0_comb[1] = CalA_1_comb[4];	search_0_comb[2] = CalA_1_comb[5];	search_0_comb[3] = CalA_1_comb[6];	search_0_comb[4] = CalA_1_comb[7];
                    search_1_comb[0] = CalA_2_comb[3];	search_1_comb[1] = CalA_2_comb[4];	search_1_comb[2] = CalA_2_comb[5];	search_1_comb[3] = CalA_2_comb[6];	search_1_comb[4] = CalA_2_comb[7];
                    search_2_comb[0] = CalA_3_comb[3];	search_2_comb[1] = CalA_3_comb[4];	search_2_comb[2] = CalA_3_comb[5];	search_2_comb[3] = CalA_3_comb[6];	search_2_comb[4] = CalA_3_comb[7];
                    search_3_comb[0] = 0;               search_3_comb[1] = 0;	            search_3_comb[2] = 0;               search_3_comb[3] = 0;               search_3_comb[4] = 0;
                end
                if(input_cnt == 63) begin next = S_OUT; input_cnt_comb = 0; end
            end
        end 
        S_OUT:  begin
            out_valid_comb = 1;
            input_cnt_comb[0] = 1'b1;
            if(input_cnt[0]) begin out_vector_comb = 5 - smallest_pos[5:3]; next = S_IDLE; end
            else             begin out_vector_comb = smallest_pos[2:0] - 5;                end
        end
    endcase
end
always_ff @(posedge clk) begin : reg_ff
	search_0[0] = search_0_comb[0];	search_0[1] = search_0_comb[1];	search_0[2] = search_0_comb[2];	search_0[3] = search_0_comb[3];	search_0[4] = search_0_comb[4];
	search_1[0] = search_1_comb[0];	search_1[1] = search_1_comb[1];	search_1[2] = search_1_comb[2];	search_1[3] = search_1_comb[3];	search_1[4] = search_1_comb[4];
	search_2[0] = search_2_comb[0];	search_2[1] = search_2_comb[1];	search_2[2] = search_2_comb[2];	search_2[3] = search_2_comb[3];	search_2[4] = search_2_comb[4];
	search_3[0] = search_3_comb[0];	search_3[1] = search_3_comb[1];	search_3[2] = search_3_comb[2];	search_3[3] = search_3_comb[3];	search_3[4] = search_3_comb[4];
	curr_block[ 0] = curr_block_comb[ 0];	curr_block[ 1] = curr_block_comb[ 1];	curr_block[ 2] = curr_block_comb[ 2];	curr_block[ 3] = curr_block_comb[ 3];
	curr_block[ 4] = curr_block_comb[ 4];	curr_block[ 5] = curr_block_comb[ 5];	curr_block[ 6] = curr_block_comb[ 6];	curr_block[ 7] = curr_block_comb[ 7];
	curr_block[ 8] = curr_block_comb[ 8];	curr_block[ 9] = curr_block_comb[ 9];	curr_block[10] = curr_block_comb[10];	curr_block[11] = curr_block_comb[11];
	curr_block[12] = curr_block_comb[12];	curr_block[13] = curr_block_comb[13];	curr_block[14] = curr_block_comb[14];	curr_block[15] = curr_block_comb[15];
	smallest_val = smallest_val_comb;
	smallest_pos = smallest_pos_comb;
	input_cnt    = input_cnt_comb;
end
always_ff @(posedge clk, negedge rst_n) begin : out_ff
    if(!rst_n) begin 
        out_valid  = 0;
        out_vector = 0; 
    end else begin 
        out_valid  = out_valid_comb; 
        out_vector = out_vector_comb; 
    end
end
endmodule
==> design/flow/run.sh <==
#!/bin/bash
# OpenROAD 26Q1-2900-gdf79404cd8, Yosys 0.63+post, stock flow scripts
make -C /OpenROAD-flow-scripts/flow DESIGN_CONFIG=/design/flow/config.mk WORK_HOME=/design/flow/orfs finish
==> design/flow/config.mk <==
export PLATFORM = sky130hd
export DESIGN_NAME = ME
export DESIGN_NICKNAME = ME
export VERILOG_FILES = /design/flow/design.v
export SDC_FILE = /design/flow/constraint.sdc
export NUM_CORES = 4
export LEC_CHECK = 1
export CORE_UTILIZATION = 50
==> design/flow/constraint.sdc <==
current_design ME

set clk_period 37.2
set clk_io_pct 0.2

create_clock -name clk0 -period $clk_period [get_ports {clk}]

set non_clock_inputs [all_inputs -no_clocks]
set_input_delay [expr $clk_period * $clk_io_pct] -clock clk0 $non_clock_inputs
set_output_delay [expr $clk_period * $clk_io_pct] -clock clk0 [all_outputs]
==> metrics.txt <==
# HELP chip_impl_metric Yosys and OpenROAD flow results
# TYPE chip_impl_metric gauge
chip_impl_metric{name="dp_hpwl",unit="mm"} 217
chip_impl_metric{name="worstPathRequired",unit="ps"} 37650
chip_impl_metric{name="fin_skew",unit="ps"} 42.1
chip_impl_metric{name="placed_area",unit="um2"} 58600
chip_impl_metric{name="setup-tns-final",unit="ps"} 0
chip_impl_metric{name="cts_repair_resize_count",unit=""} 0
chip_impl_metric{name="floorplan.die_area",unit="um2"} 113000
chip_impl_metric{name="io_pins",unit=""} 16
chip_impl_metric{name="post-route-drc-count",unit=""} 0
chip_impl_info{name="timing.hold.worst.class",value="flop to flop"} 1
chip_impl_metric{name="setup_viol_count_final",unit=""} 0
chip_impl_metric{name="row_count",unit=""} 122
chip_impl_metric{name="post_layout_nonfiller_instances",unit=""} 8446
chip_impl_metric{name="power_per_cell_area",unit="nW/um2"} 75.4
chip_impl_metric{name="max_cap_viol_count",unit=""} 0
chip_impl_metric{name="tightest_slew",unit="ps"} 1430
chip_impl_metric{name="area_fraction_in_xor_and_xnor_cells",unit="%"} 3.63
chip_impl_metric{name="floorplan.core_area",unit="um2"} 111000
chip_impl_metric{name="totalWireLength",unit="mm"} 300
chip_impl_metric{name="synth_area",unit="um2"} 55600
chip_impl_metric{name="syn_area_cell",unit="um2"} 8.05
chip_impl_metric{name="synth_flop_count",unit=""} 384
chip_impl_metric{name="vias_per_cell",unit=""} 7.03
chip_impl_metric{name="number_of_flops_mapped_to_enable_cells_by_yosys",unit=""} 377
chip_impl_metric{name="synthCells",unit=""} 6913
chip_impl_metric{name="yosysSeqAreaShare",unit="%"} 20.7
chip_impl_info{name="endpoint_kind",value="flop"} 1
chip_impl_metric{name="slew-limit-headroom",unit="%"} 4.34
chip_impl_metric{name="initialDrtViolationCount",unit=""} 8171
chip_impl_metric{name="ys_cells",unit=""} 6913
chip_impl_metric{name="tool_warnings",unit=""} 376
chip_impl_metric{name="yosysUniqueCellTypes",unit=""} 104
chip_impl_metric{name="worst-endpoint-arrival",unit="ps"} 14310
chip_impl_metric{name="yosys_area",unit="um2"} 55600
chip_impl_metric{name="layout_worst_path_cycle_share",unit="%"} 37.3
chip_impl_metric{name="ctsLongestPathBuffers",unit=""} 3
chip_impl_metric{name="cts_hold_buf",unit=""} 0
chip_impl_metric{name="clock_sink_count",unit=""} 384
chip_impl_info{name="grt_setup_unrepaired",value="false"} 1
chip_impl_metric{name="crit_path_max_fanout",unit=""} 19
chip_impl_metric{name="mux_area_share",unit="%"} 2.08
chip_impl_metric{name="grtUsageMet2",unit="%"} 68.4
chip_impl_metric{name="dr_total_vias",unit=""} 59387
chip_impl_metric{name="syn_to_final_growth",unit="%"} 9.07
chip_impl_metric{name="dp.cells",unit=""} 8312
chip_impl_info{name="tritoncts",value="done"} 1
chip_impl_info{name="result_of_the_run",value="completed"} 1
chip_impl_metric{name="ys_sh_simple",unit="%"} 15.1
chip_impl_metric{name="gr-usage-met3",unit="%"} 36.4
chip_impl_metric{name="synth_compound_gate_area_share",unit="%"} 28.6
chip_impl_metric{name="drtAntennaViolNets",unit=""} 0
chip_impl_metric{name="async_flop_share",unit="%"} 1.82
chip_impl_metric{name="final_layout_size_suffix_gt1_share",unit="%"} 7.78
chip_impl_metric{name="dieWidth",unit="um"} 336
chip_impl_metric{name="io_buf_count",unit=""} 15
chip_impl_metric{name="first_global_vias",unit=""} 55413
chip_impl_info{name="crit_path_start_kind",value="input pin"} 1
chip_impl_info{name="category_of_the_most_critical_setup_path",value="input pin to flop"} 1
chip_impl_metric{name="track_usage",unit="%"} 55.2
chip_impl_metric{name="grt-ovfl-total",unit=""} 0
chip_impl_metric{name="tritoncts.num_buffers",unit=""} 55
chip_impl_info{name="grt.busiest_layer",value="met2"} 1
chip_impl_metric{name="hold_viol",unit=""} 0
chip_impl_metric{name="clk-insertion-delay-late",unit="ps"} 750
chip_impl_metric{name="clkTransAtPathRegs",unit="ps"} 60
chip_impl_metric{name="finalInstanceArea",unit="um2"} 60700
chip_impl_metric{name="fmaxAchievable",unit="MHz"} 72.1
chip_impl_metric{name="fp_util",unit="%"} 50.4
chip_impl_metric{name="global_route.usage.met1",unit="%"} 66.7
chip_impl_info{name="ys_dominant_reg_cell",value="edfxtp_1"} 1
chip_impl_metric{name="yosysWarnings",unit=""} 19
chip_impl_metric{name="final_util",unit="%"} 54.9
chip_impl_metric{name="grt_start_max_net_pins",unit=""} 107
chip_impl_metric{name="period_needed",unit="ps"} 13860
chip_impl_metric{name="die_span_in_y",unit="um"} 336
chip_impl_metric{name="vdd_drop_max",unit="mV"} 0.0451
chip_impl_metric{name="grt_antenna_before_repair",unit=""} 39
chip_impl_metric{name="firstDrtPassIters",unit=""} 14
chip_impl_info{name="ys_top_logic_family",value="AND-OR/OR-AND gates"} 1
chip_impl_metric{name="first_pass_grt_wire_length",unit="mm"} 416
chip_impl_info{name="cts_root_buffer",value="clkbuf_16"} 1
chip_impl_metric{name="avgRoutedWirePerCell",unit="um"} 35.5
chip_impl_metric{name="static-leakage-power",unit="nW"} 26.4
chip_impl_metric{name="cts_htree_levels",unit=""} 2
chip_impl_metric{name="cts_post_setup_buffers_inserted",unit=""} 0
chip_impl_metric{name="synthAdderAreaFrac",unit="%"} 22.8
chip_impl_metric{name="place_congestion",unit=""} 1.20
chip_impl_metric{name="maxSlewViolCount",unit=""} 0
==> report_power, final <==
part,switching (mW),internal [mW],leakage (nW),total [mW]
Sequential,0.120,0.605,3.68,0.725
Clock,0.261,0.367,0.981,0.628
Combinational,2.16,1.06,21.7,3.22
==> cell type report <==
type / count / area, um2
Fill cell: 10110 / 49800
Sequential cell: 384 / 11500
Clock inverter: 45 / 633
Tap cell: 1488 / 1860
Clock buffer: 59 / 1410
Inverter: 650 / 2440
Multi-Input combinational cell: 5489 / 40500
Antenna cell: 30 / 75.1
Timing Repair Buffer: 301 / 2290
==> final timing paths <==
kind / from / to / slack [ps] / cells after the start
max in group asynchronous: rst_n / state[0] / 29940 / 1
setup / recovery: in_data[1] / smallest_val[5] / 23340 / 24
setup reg to reg: input_cnt[1] / smallest_val[5] / 27700 / 28
min in group asynchronous: rst_n / out_vector[1] / 6970 / 1
hold reg to reg: out_vector[1] / out_vector[1] / 520 / 2
hold / removal: out_vector[1] / out_vector[1] / 520 / 2
==> cells in the final DEF, fill, tap and decap left out, types with 25 or more instances in the layout <==
cell         n
a211o_1     28
a211oi_1   194
a21o_1     107
a21oi_1    569
a221oi_1   143
a222oi_1    36
a22o_1      39
a22oi_1    199
a311oi_1    25
a31oi_1     62
and2_1      45
and3_1      50
buf_4      283
clkbuf_16   56
diode_2     30
edfxtp_1   377
fa_1       256
ha_1       604
inv_1      641
mux2i_1    103
nand2_1    652
nand2b_1    37
nand3_1     78
nand4_1     26
nor2_1     718
nor2b_1     63
nor3_1     113
o211ai_1    75
o21a_1      47
o21ai_0    424
o21bai_1    34
o221ai_1    27
o22ai_1     92
or2_2       27
or3_1       28
xnor2_1    152
xor2_1      66
==> sequential cells by signal, indices dropped and copies added (netlist names) <==
signal and cells:
input_cnt 6, search_0 60, search_3 50, out_vector 3, out_valid 1, curr_block 128, smallest_pos 6, search_1 60
search_2 55, smallest_val 12, state 3
==> Yosys cell counts, types with 59 or more instances <==
library cell	n	area [um2]
o22ai_1	92	576
buf_1	66	248
edfxtp_1	377	11300
xor2_1	66	578
nand2_1	658	2470
nor2_1	727	2730
ha_1	605	7570
o211ai_1	75	563
a31oi_1	62	388
a21oi_1	572	2860
a22oi_1	199	1490
o21ai_0	428	2140
nand3_1	78	390
clkbuf_1	266	998
inv_1	649	2440
a221oi_1	143	1250
a21o_1	107	803
nor3_1	116	581
a211oi_1	194	1460
nor2b_1	67	419
fa_1	256	5120
xnor2_1	152	1330
and2_1	59	369
mux2i_1	103	1030
==> worst max-delay path, stage by stage <==
cell and delay, ps:
buf_2 80, buf_4 470, buf_4 450, inv_2 280, buf_4 330, fa_1 450
ha_1 260, a211oi_1 310, o21ai_0 210, nand3_1 120, a21boi_0 80, o22ai_1 520
o21ai_0 260, xor2_1 660, nor2b_1 210, o221a_2 210, o311ai_1 140, a31oi_1 310
ha_1 210, nand4_1 120, or4_1 510, o21ai_0 220, o21ai_1 110, buf_4 270
==> stage by stage <==
step	worst slack, ps	total power, mW	hold slack (ps)
after floorplan	22440	2.57	426
after global placement	22840	3.74	490
after detailed placement	22950	3.75	497
after CTS	23600	4.38	515
after global routing	22980	4.73	541
final	23340	4.57	519
==> layer usage <==
metal | up-vias | part of all wire, %
li1 | 24971 | -
met1 | 27607 | 34
met2 | 5142 | 37
met3 | 1613 | 18
met4 | 54 | 10
met5 | - | 0.49
==> kinds of logic (layout without fill, tap and decap cells) <==
kind of cell	Yosys count	after routing
buffers and inverters	1040	1055
flip-flops	384	384
AND/OR/NAND/NOR	1922	1922
XOR/XNOR	224	224
adder cells (fa/ha/maj)	861	861
AND-OR/OR-AND	2369	2369
multiplexers	113	113
other	0	30
Power is estimated from default activity; no workload was simulated.
