$ cat ./run.sh
#!/bin/bash
# OpenROAD 26Q1-2900-gdf79404cd8, Yosys 0.63+post, stock flow scripts
make -C /OpenROAD-flow-scripts/flow DESIGN_CONFIG=/design/flow/config.mk WORK_HOME=/design/flow/orfs finish
$ cat ./config.mk
export PLATFORM = sky130hd
export DESIGN_NAME = MIPS
export DESIGN_NICKNAME = MIPS
export VERILOG_FILES = /design/flow/design.v
export SDC_FILE = /design/flow/constraint.sdc
export NUM_CORES = 4
export LEC_CHECK = 1
export CORE_UTILIZATION = 40
$ cat ./constraint.sdc
current_design MIPS

set clk_period 8.0
set clk_io_pct 0.2

create_clock -name clk0 -period $clk_period [get_ports {clk}]

set non_clock_inputs [all_inputs -no_clocks]
set_input_delay [expr $clk_period * $clk_io_pct] -clock clk0 $non_clock_inputs
set_output_delay [expr $clk_period * $clk_io_pct] -clock clk0 [all_outputs]
$ cat ./design.v
module MIPS(
    clk,
    rst_n,
    in_valid,
    instruction,
    out_valid,
    instruction_fail,
    out_0,
    out_1,
    out_2,
    out_3,
    out_4,
    out_5
);
input clk;
input rst_n;
input in_valid;
input [31:0] instruction;
output logic out_valid, instruction_fail;
output logic [15:0] out_0, out_1, out_2, out_3, out_4, out_5;
logic        opmode, opmode_reg_0, opmode_reg_1, opmode_reg_2, opmode_in_0;
logic        fail_comb, fail_reg_0, fail_reg_1, fail_reg_2, fail_reg_3, fail_in_0;
logic [15:0] rs_comb_0, rs_reg_0, rs_reg_1, rs_reg_2, rs_temp, rt_temp_0;
logic [15:0] rt_comb_0, rt_reg_0, rt_reg_1, rt_reg_2, rt_temp;
logic [15:0] rd_comb_0, rd_reg_0, rd_reg_1, rd_reg_2;
logic [14:0] instruct_reg_0, instruct_reg_1, instruct_reg_2;
logic [15:0] out_op_1_comb, out_op_2_comb, out_op_1_temp;
logic [15:0] add_1_comb, add_2_comb;
logic [15:0] add_1_reg_1, add_1_reg_2, add_2_reg_1, add_2_reg_2;
logic [15:0] out_0_back_comb, out_1_back_comb, out_2_back_comb, out_3_back_comb, out_4_back_comb, out_5_back_comb;
logic [15:0] out_0_temp, out_1_temp, out_2_temp, out_3_temp, out_4_temp, out_5_temp;
logic [15:0] out_0_comb, out_1_comb, out_2_comb, out_3_comb, out_4_comb, out_5_comb;
logic [15:0] out_comb, out_reg;
logic [ 2:0] addr_comb, addr_reg_0, addr_reg_1, addr_in_0;
logic [ 4:0] shmt_reg_0, shmt_in_0;
logic [ 4:0] func_comb, func_reg_0, func_in_0;
logic [ 2:0] rd_addr_0, rt_addr_0, rs_addr_in_0, rt_addr_in_0;
logic [15:0] shift_temp_1, shift_temp_2, shift_temp, and_temp;
logic [15:0] out_0_reg_0, out_1_reg_0, out_2_reg_0, out_3_reg_0, out_4_reg_0, out_5_reg_0;
logic [15:0] out_0_reg_1, out_1_reg_1, out_2_reg_1, out_3_reg_1, out_4_reg_1, out_5_reg_1;
logic [15:0] out_0_reg_2, out_1_reg_2, out_2_reg_2, out_3_reg_2, out_4_reg_2, out_5_reg_2;
logic [15:0] out_0_reg_3, out_1_reg_3, out_2_reg_3, out_3_reg_3, out_4_reg_3, out_5_reg_3;
logic [15:0] immd_in_0;
logic        valid_reg_0, valid_reg_1, valid_reg_2, valid_reg_3, valid_in_0;
always_comb begin : in_comb
    addr_comb = (instruction[29]) ? {instruction[19], instruction[17:16]} : {instruction[14], instruction[12:11]};
    func_comb = {~instruction[5] & instruction[10], instruction[5], instruction[2] ^ instruction[5] | instruction[29], instruction[1:0]};
    fail_comb = | {instruction[31:30], instruction[28:26]};
    opmode = instruction[29];
end
always_ff @(posedge clk) begin : in_ff_0
    addr_in_0 <= addr_comb;
    shmt_in_0 <= instruction[9:6];
    func_in_0 <= func_comb;
    fail_in_0 <= fail_comb;
    rs_addr_in_0 <= {instruction[24], instruction[22:21]};
    rt_addr_in_0 <= {instruction[19], instruction[17:16]};
    opmode_in_0 <= opmode;
    immd_in_0 <= instruction[15:0];
end
always_ff @(posedge clk, negedge rst_n) begin : in_ff_1
    if(~rst_n) valid_in_0 <= 0;
    else       valid_in_0 <= in_valid;
end
always_comb begin : input_comb
    rs_comb_0 = 1'bx;
    rt_temp_0 = 1'bx;
    case(rs_addr_in_0)
        3'b001: rs_comb_0 = out_0_comb;
        3'b010: rs_comb_0 = out_1_comb;
        3'b100: rs_comb_0 = out_2_comb;
        3'b011: rs_comb_0 = out_3_comb;
        3'b111: rs_comb_0 = out_4_comb;
        3'b000: rs_comb_0 = out_5_comb;
    endcase
    case(rt_addr_in_0)
        3'b001: rt_temp_0 = out_0_comb;
        3'b010: rt_temp_0 = out_1_comb;
        3'b100: rt_temp_0 = out_2_comb;
        3'b011: rt_temp_0 = out_3_comb;
        3'b111: rt_temp_0 = out_4_comb;
        3'b000: rt_temp_0 = out_5_comb;
    endcase
    rt_comb_0 = (opmode_in_0) ? immd_in_0 : rt_temp_0; 
end
always_ff @(posedge clk) begin : input_ff_0
    addr_reg_0 <= addr_in_0;
    shmt_reg_0 <= shmt_in_0;
    func_reg_0 <= func_in_0;
    fail_reg_0 <= fail_in_0;
    rt_reg_0 <= rt_comb_0;
    rs_reg_0 <= rs_comb_0;
    valid_reg_0 <= valid_in_0;
end
always_comb begin : state_1_comb
    rt_temp = (func_reg_0[0]) ? ~rt_reg_0 : rt_reg_0;
    rs_temp = (func_reg_0[0]) ? ~rs_reg_0 : rs_reg_0;
    out_op_1_temp = rt_temp & rs_temp;
    shift_temp_1 = 0;
    shift_temp_2 = 0;
    case(shmt_reg_0[3:0])
		4'd0 : shift_temp_1 = {rt_reg_0[15:0]       };
		4'd1 : shift_temp_1 = {rt_reg_0[14:0],  1'd0};
		4'd2 : shift_temp_1 = {rt_reg_0[13:0],  2'd0};
		4'd3 : shift_temp_1 = {rt_reg_0[12:0],  3'd0};
		4'd4 : shift_temp_1 = {rt_reg_0[11:0],  4'd0};
		4'd5 : shift_temp_1 = {rt_reg_0[10:0],  5'd0};
		4'd6 : shift_temp_1 = {rt_reg_0[ 9:0],  6'd0};
		4'd7 : shift_temp_1 = {rt_reg_0[ 8:0],  7'd0};
		4'd8 : shift_temp_1 = {rt_reg_0[ 7:0],  8'd0};
		4'd9 : shift_temp_1 = {rt_reg_0[ 6:0],  9'd0};
		4'd10: shift_temp_1 = {rt_reg_0[ 5:0], 10'd0};
		4'd11: shift_temp_1 = {rt_reg_0[ 4:0], 11'd0};
		4'd12: shift_temp_1 = {rt_reg_0[ 3:0], 12'd0};
		4'd13: shift_temp_1 = {rt_reg_0[ 2:0], 13'd0};
		4'd14: shift_temp_1 = {rt_reg_0[ 1:0], 14'd0};
		4'd15: shift_temp_1 = {rt_reg_0[   0], 15'd0};
    endcase
    case(shmt_reg_0[3:0])
		4'd0 : shift_temp_2 = {       rt_reg_0[15: 0]};
		4'd1 : shift_temp_2 = { 1'd0, rt_reg_0[15: 1]};
		4'd2 : shift_temp_2 = { 2'd0, rt_reg_0[15: 2]};
		4'd3 : shift_temp_2 = { 3'd0, rt_reg_0[15: 3]};
		4'd4 : shift_temp_2 = { 4'd0, rt_reg_0[15: 4]};
		4'd5 : shift_temp_2 = { 5'd0, rt_reg_0[15: 5]};
		4'd6 : shift_temp_2 = { 6'd0, rt_reg_0[15: 6]};
		4'd7 : shift_temp_2 = { 7'd0, rt_reg_0[15: 7]};
		4'd8 : shift_temp_2 = { 8'd0, rt_reg_0[15: 8]};
		4'd9 : shift_temp_2 = { 9'd0, rt_reg_0[15: 9]};
		4'd10: shift_temp_2 = {10'd0, rt_reg_0[15:10]};
		4'd11: shift_temp_2 = {11'd0, rt_reg_0[15:11]};
		4'd12: shift_temp_2 = {12'd0, rt_reg_0[15:12]};
		4'd13: shift_temp_2 = {13'd0, rt_reg_0[15:13]};
		4'd14: shift_temp_2 = {14'd0, rt_reg_0[15:14]};
		4'd15: shift_temp_2 = {15'd0, rt_reg_0[15   ]};
    endcase
    case(func_reg_0[1])
        1'b0: shift_temp = shift_temp_1;
        1'b1: shift_temp = shift_temp_2;
    endcase
    case(func_reg_0[1] ^ func_reg_0[0])
        1'b0: and_temp =  out_op_1_temp;
        1'b1: and_temp = ~out_op_1_temp;
    endcase
    casez(func_reg_0[4:2])
        3'b??1 : out_op_1_comb = rs_reg_0 + rt_reg_0;
        3'b1?0 : out_op_1_comb = 0;
        3'b000 : out_op_1_comb = shift_temp;
        default: out_op_1_comb = and_temp;
    endcase
    out_comb  = out_op_1_comb;
end
always_ff @(posedge clk) begin : stage_2_ff_0 
    fail_reg_1  <= fail_reg_0;
    out_reg     <= out_comb;
    addr_reg_1  <= addr_reg_0;
    valid_reg_1 <= valid_reg_0;
end
always_comb begin : stage_3_comb
    out_0_comb = out_0;
    out_1_comb = out_1;
    out_2_comb = out_2;
    out_3_comb = out_3;
    out_4_comb = out_4;
    out_5_comb = out_5;
    if(!valid_reg_1) begin
        out_0_comb = 0;
        out_1_comb = 0;
        out_2_comb = 0;
        out_3_comb = 0;
        out_4_comb = 0;
        out_5_comb = 0;
    end
    else if(!fail_reg_1) begin
        case(addr_reg_1)
            3'b001: out_0_comb = out_reg;
            3'b010: out_1_comb = out_reg;
            3'b100: out_2_comb = out_reg;
            3'b011: out_3_comb = out_reg;
            3'b111: out_4_comb = out_reg;
            3'b000: out_5_comb = out_reg;
        endcase
    end
end
always_ff @(posedge clk, negedge rst_n) begin : out_ff
    if(~rst_n) begin
        instruction_fail <= 0;
        out_valid <= 0;
        out_0 <= 0;
        out_1 <= 0;
        out_2 <= 0;
        out_3 <= 0;
        out_4 <= 0;
        out_5 <= 0;
    end
    else begin
        instruction_fail <= fail_reg_1;
        out_valid <= valid_reg_1;
        out_0 <= out_0_comb;
        out_1 <= out_1_comb;
        out_2 <= out_2_comb;
        out_3 <= out_3_comb;
        out_4 <= out_4_comb;
        out_5 <= out_5_comb;
    end
end
endmodule
==> flow_summary.toml <==
# synthesis and place-and-route metrics
[status]
status = "completed"

[power]
vdd_ir_drop_max_mv = 0.170
powerDensity_nw_per_um2 = 167
leakage_nw = 5.44

[routing]
drcViolationCount = 0
drtIter0Drc = 1019
wl_um = 39300
wl_per_cell_um = 23.3
dr.pass1.iters = 5
ant_nets = 0
vias = 10300
diodes = 0
vias_per_cell = 6.10

[timing]
rsz0062_at_grt = "false"
slew_violations = 0
worstMarginPinSlew_ns = 0.826
slew_headroom_pct = 43.5
setup_viol = 0
max_freq_mhz = 330
hold_violations = 0
skew_ns = 0.0295
tns_ns = 0
finalCritPeriodShare_pct = 37.8
layout_min_cycle_time_ns = 3.03
timing.hold.ws_ns = 0.328

[layout]
final.fill_count = 2577
synthToLayoutAreaGrowth_pct = 19.4
fin_util_pct = 49.1
layout-drive-gt1-share_pct = 9.10

[global_routing]
antenna_found_initial = 1
overflow = 0
grt_pass1_vias = 9994
grt.total_usage_pct = 28.7
grt_max_degree = 76
grt_pass1_wl_um = 60400

[yosys]
ys.flop_type = "dfrtp_1"
synth-compound-area-share_pct = 24.9
syn_avg_cell_area_um2 = 9.00
yosys_area_um2 = 11200
yosysTopAreaCell = "dfrtp_1"
ys_sh_mux_pct = 7.85
ys_top_logic_family = "AND-OR/OR-AND gates"
yosys_warnings = 1
enable_flop_cells = 0
yosysSeqAreaShare_pct = 39.4
numSynthFlops = 195
yosys_cells = 1242
top_cells_by_area = "dfrtp_1 (22%), dfxtp_1 (17%), nand2_1 (5.9%)"
async_flop_share_pct = 50.8
postSynthCellCount = 1242
xor_share_pct = 2.51
top_cell_area_share_pct = 22.2
synth.distinct_cells = 80
simple_gate_area_share_pct = 16.3
synth_area_um2 = 11200
common_cells = "nand2_1 (175), dfrtp_1 (99), dfxtp_1 (96), clkbuf_1 (81), nor2b_1 (58)"
fa_ha_area_share_pct = 3.29
most_common_cell = "nand2_1"

[hold_path]
hold_class = "reg2reg"
whs_path_depth = 0
hold_start = "func_in_0[4]"
hold-path-endpoint = "func_reg_0[4]"

[worst_setup_path]
crit_path_end_kind = "register"
rr_endpoint = "out_reg[9]"
crit_path_start_kind = "register"
crit_type = "reg2reg"
crit_required_ns = 8.37
timing.rr.start = "shmt_reg_0[2]"
r2r_cells = 7
r2r_slack_ns = 4.97
crit_fanout = 53
worstPathArrival_ns = 3.40

[die]
dieArea_um2 = 28600
io_pins = 133
fp_util_pct = 41.1
die_y_um = 169
core-area_um2 = 27200
placementRows = 60
die_w_um = 169

[clocking]
postCtsHoldBufs = 0
cts.repair.resized = 0
cts_setup_buffers = 0
clkLatencyLatePin_ns = 0.45
cts_made_buffers = 17
clockRootBuffer = "clkbuf_16"
htreeDepth = 4
clk_pin_slew_ns = 0.09
ctsLongestPathBuffers = 2
cts_tree = "built"
cts_sinks = 195

[place]
io_buffer_count = 128
place.gp.congestion = 0.954
dp_hpwl_um = 27700

[job]
drv_cap = 0
tool_warnings = 29
[final cells by class]
type	instances	area, um^2	area share, %
multi-input combinational	890	6140	46.0
timing repair buffer	162	1530	11.5
clock buffer	17	425	3.19
tap	372	465	3.49
clock inverter	15	224	1.68
sequential	195	4400	33.0
inverter	40	150	1.13
[metrics by stage]
stage	total power, mW	cell area [um^2]	setup slack, ns	instances
3_3_place_gp	1.32	12700	5.05	1659
5_1_grt	2.31	13300	4.86	1691
2_1_floorplan	1.21	11200	5.78	1242
3_5_place_dp	1.32	12700	5.11	1659
6_report	2.22	13300	4.97	1691
4_1_cts	2.24	13300	5.06	1691
[layout by cell type (no fill, tap or decap), types with 7 or more instances in the layout]
master and n:
a211oi_1 9, mux2_2 24, nor3_1 16, buf_4 35, a21boi_2 8, nand3_1 13
o221ai_1 35, a22o_1 22, a21boi_1 11, a22oi_1 25, o22ai_1 40, nor2_1 41
o21ai_0 38, nand2_1 175, a32oi_1 9, and2_1 8, xor2_1 9, inv_1 39
o211ai_1 9, ha_1 15, nor2b_1 58, a221o_1 13, clkbuf_16 17, dfxtp_1 93
a31oi_1 13, and3_1 7, a21oi_1 54, clkdlybuf4s50_1 127, nand2b_1 11, dfrtp_1 99
a21o_1 10, a21boi_0 15, a221oi_1 20, maj3_1 16, xnor2_1 23, mux2i_1 57
[power by group]
| group | internal (mW) | total (mW) | switching, mW |
|---|---|---|---|
| sequential | 1.01 | 1.06 | 0.0505 |
| clock | 0.447 | 0.922 | 0.475 |
| combinational | 0.0937 | 0.246 | 0.153 |
[worst max path at each step]
| stage | startpoint | end | slack, ns | depth (start not counted) |
|---|---|---|---|---|
| after CTS | out_0[2] | out_0[2] | 5.06 | 1 |
| after global routing | shmt_reg_0[2] | out_reg[6] | 4.86 | 7 |
| final | shmt_reg_0[2] | out_reg[9] | 4.97 | 7 |
[critical path: stages (launching register included)]
cell and delay (ns):
dfxtp_1 0.31, buf_4 0.46, inv_1 0.42, nor2_1 0.72, a32o_1 0.26, o21ai_0 0.08
a221oi_1 0.49, a221o_1 0.19
[layer usage]
metal  global-route usage (%)  part of all wire (%)  up-vias
met5                        0                     0        -
li1                         -                     -     4696
met2                     42.1                    44      545
met3                     6.76                   9.2       76
met1                     43.8                    44     4998
met4                     7.29                   2.9        0
[logic make-up after synthesis]
kind of cell    after synthesis
fa+ha+maj                    32
flops                       195
buf+inv                     157
mux                          83
xor+xnor                     32
compound gates              375
simple gates                368
Power and IR drop assume default switching activity.
