<file path="design/flow/design.v">
module LP(
	clk,
	rst_n,
	in_valid,
    in_a1,
	in_a2,
	in_b,
    out_valid,
    out_max_value
);
input clk, rst_n, in_valid;
input signed [5:0] in_a1,in_a2;
input signed [11:0] in_b;
output logic out_valid;
output logic signed [11:0] out_max_value;
logic signed [11:0] x_min_comb_0, x_min_comb_1, x_min_comb_2, x_min_comb_3;
logic signed [11:0] x_min_reg_0, x_min_reg_1, x_min_reg_2, x_min_reg_3;
logic signed [11:0] x_min_0, x_min_1, x_min_2, x_min_3;
logic signed [11:0] x_max_comb_0, x_max_comb_1, x_max_comb_2, x_max_comb_3;
logic signed [11:0] x_max_reg_0, x_max_reg_1, x_max_reg_2, x_max_reg_3;
logic signed [11:0] x_max_0, x_max_1, x_max_2, x_max_3;
logic signed [11:0] y_min_comb_0, y_min_comb_1, y_min_comb_2, y_min_comb_3;
logic signed [11:0] y_min_reg_0, y_min_reg_1, y_min_reg_2, y_min_reg_3;
logic signed [11:0] y_min_0, y_min_1, y_min_2, y_min_3;
logic signed [11:0] y_max_comb_0, y_max_comb_1, y_max_comb_2, y_max_comb_3;
logic signed [11:0] y_max_reg_0, y_max_reg_1, y_max_reg_2, y_max_reg_3;
logic signed [11:0] y_max_0, y_max_1, y_max_2, y_max_3;
logic signed [11:0] b_1_comb_0, b_1_comb_1, b_1_comb_2, b_1_comb_3;
logic signed [11:0] b_1_reg_0, b_1_reg_1, b_1_reg_2, b_1_reg_3;
logic signed [11:0] b_1_0, b_1_1, b_1_2, b_1_3;
logic signed [11:0] b_2_comb_0, b_2_comb_1, b_2_comb_2, b_2_comb_3;
logic signed [11:0] b_2_reg_0, b_2_reg_1, b_2_reg_2, b_2_reg_3;
logic signed [11:0] b_2_0, b_2_1, b_2_2, b_2_3;
logic signed [5:0] c_1_comb_0, c_1_comb_1, c_1_comb_2, c_1_comb_3;
logic signed [5:0] c_1_reg_0, c_1_reg_1, c_1_reg_2, c_1_reg_3;
logic signed [5:0] c_1_0, c_1_1, c_1_2, c_1_3;
logic signed [5:0] c_2_comb_0, c_2_comb_1, c_2_comb_2, c_2_comb_3;
logic signed [5:0] c_2_reg_0, c_2_reg_1, c_2_reg_2, c_2_reg_3;
logic signed [5:0] c_2_0, c_2_1, c_2_2, c_2_3;
logic signed [5:0] a1_1_comb_0, a1_1_comb_1, a1_1_comb_2, a1_1_comb_3;
logic signed [5:0] a1_1_reg_0, a1_1_reg_1, a1_1_reg_2, a1_1_reg_3;
logic signed [5:0] a1_1_0, a1_1_1, a1_1_2, a1_1_3;
logic signed [5:0] a1_2_comb_0, a1_2_comb_1, a1_2_comb_2, a1_2_comb_3;
logic signed [5:0] a1_2_reg_0, a1_2_reg_1, a1_2_reg_2, a1_2_reg_3;
logic signed [5:0] a1_2_0, a1_2_1, a1_2_2, a1_2_3;
logic signed [5:0] a2_1_comb_0, a2_1_comb_1, a2_1_comb_2, a2_1_comb_3;
logic signed [5:0] a2_1_reg_0, a2_1_reg_1, a2_1_reg_2, a2_1_reg_3;
logic signed [5:0] a2_1_0, a2_1_1, a2_1_2, a2_1_3;
logic signed [5:0] a2_2_comb_0, a2_2_comb_1, a2_2_comb_2, a2_2_comb_3;
logic signed [5:0] a2_2_reg_0, a2_2_reg_1, a2_2_reg_2, a2_2_reg_3;
logic signed [5:0] a2_2_0, a2_2_1, a2_2_2, a2_2_3;
logic signed [11:0] x_comb_0, x_comb_1, x_comb_2, x_comb_3;
logic signed [11:0] x_reg_0, x_reg_1, x_reg_2, x_reg_3;
logic signed [11:0] x_0, x_1, x_2, x_3;
logic signed [11:0] y_comb_0, y_comb_1, y_comb_2, y_comb_3;
logic signed [11:0] y_reg_0, y_reg_1, y_reg_2, y_reg_3;
logic signed [11:0] y_0, y_1, y_2, y_3;
logic signed [11:0] bond_comb_0, bond_comb_1, bond_comb_2, bond_comb_3;
logic [7:0] cnt, cnt_comb;
logic [8:0] test_cnt;
logic signed [11:0] x_cnt, x_cnt_comb;
logic signed [11:0] y_cnt, y_cnt_comb;
logic signed [11:0] out_max_comb, out_max, out_comb, out_temp;
logic valid_comb, valid_comb_0, valid_comb_1, valid_comb_2, valid_comb_3;
logic valid_reg_0, valid_reg_1, valid_reg_2, valid_reg_3, in_valid_reg;
logic valid, valid_0, valid_1, valid_2, valid_3;
logic flag, flag_0, flag_1, flag_2, flag_3;
logic flag_comb, flag_comb_0, flag_comb_1, flag_comb_2, flag_comb_3;
assign cnt_comb = (in_valid) ? cnt + 1 : 0;
always_ff @(posedge clk, negedge rst_n) begin : cnt_ff
	if(~rst_n) begin
		cnt <= 0;
	end 
	else begin   
		cnt <= cnt_comb;
	end 
end 
always_comb begin : input_c_comb
    if(cnt == 0 && in_valid) begin
        c_1_comb_0 = in_a1;
        c_2_comb_0 = in_a2;
    end
    else begin
        c_1_comb_0 = c_1_0;
        c_2_comb_0 = c_2_0;
    end
end
always_ff @(posedge clk, negedge rst_n) begin : input_c_ff
	if(~rst_n) begin
		c_1_0 <= 0;
		c_2_0 <= 0;
	end 
	else begin      
		c_1_0 <= c_1_comb_0;
		c_2_0 <= c_2_comb_0;
	end 
end 
always_comb begin : input_A_comb
    x_min_comb_0 = x_min_0; 
    x_max_comb_0 = x_max_0; 
    y_min_comb_0 = y_min_0; 
    y_max_comb_0 = y_max_0; 
    a1_1_comb_0 = a1_1_0;
    a1_2_comb_0 = a1_2_0;
    a2_1_comb_0 = a2_1_0;
    a2_2_comb_0 = a2_2_0;
    b_1_comb_0 = b_1_0;
    b_2_comb_0 = b_2_0;
    if(cnt > 0 && in_valid) begin
        if(in_a2 == 0) begin
            if(in_a1 == 1) x_max_comb_0 =  in_b;
            else           x_min_comb_0 = -in_b;
        end
        else if(in_a1 == 0) begin
            if(in_a2 == 1) y_max_comb_0 =  in_b;
            else           y_min_comb_0 = -in_b;
        end
        else begin
            {a1_2_comb_0, a1_1_comb_0} = {a1_1_0, in_a1};
            {a2_2_comb_0, a2_1_comb_0} = {a2_1_0, in_a2};
            { b_2_comb_0,  b_1_comb_0} = { b_1_0, in_b};
        end
    end
end
always_ff @(posedge clk, negedge rst_n) begin
	if(~rst_n) begin
		x_min_0 <= ~0;
		x_max_0 <= {1'b0, ~11'b0};
		y_min_0 <= ~0;
		y_max_0 <= {1'b0, ~11'b0};
		a1_1_0 <= 0;
		a1_2_0 <= 0;
		a2_1_0 <= 0;
		a2_2_0 <= 0;
		b_1_0 <= 0;
		b_2_0 <= 0;
	end 
	else begin      
		x_min_0 <= x_min_comb_0;
		x_max_0 <= x_max_comb_0;
		y_min_0 <= y_min_comb_0;
		y_max_0 <= y_max_comb_0;
		a1_1_0  <= a1_1_comb_0;
		a1_2_0  <= a1_2_comb_0;
		a2_1_0  <= a2_1_comb_0;
		a2_2_0  <= a2_2_comb_0;
		b_1_0   <= b_1_comb_0;
		b_2_0   <= b_2_comb_0;
	end 
end 
always_ff @(posedge clk, negedge rst_n) begin
    if(~rst_n) in_valid_reg <= 0;
    else       in_valid_reg <= in_valid;
end
always_comb begin : xy_cnt_comb
    flag_comb = 0;
    if(in_valid_reg || out_valid || in_valid) begin
        x_cnt_comb = x_min_0 - 1; 
        y_cnt_comb = y_min_0;
    end 
    else begin
        flag_comb = 1;
        x_cnt_comb = (x_cnt == x_max_0) ? x_min_0 : x_cnt + 1; 
        y_cnt_comb = (x_cnt != x_max_0) ? y_cnt   : y_cnt + 1;
    end
    valid_comb = (x_cnt_comb == x_max_0 && y_cnt_comb == y_max_0);
end
always_ff @(posedge clk, negedge rst_n) begin : xy_cnt_ff
	if(~rst_n) begin
        flag  <= 0;
        valid <= 0;
		x_cnt <= ~0;
        y_cnt <= ~0;
	end 
	else begin
        valid <= valid_comb;
		x_cnt <= x_cnt_comb;
        y_cnt <= y_cnt_comb;
        flag  <= flag_comb;
	end 
end 
always_ff @(posedge clk, negedge rst_n) begin : stage_0_ff
	if(~rst_n) begin
        valid_0 <= 0; 
		x_0 <= 0;
        y_0 <= 0;
        flag_0 <= 0;
	end 
	else begin 
        valid_0 <= valid;      
		x_0 <= x_cnt;
        y_0 <= y_cnt;
        flag_0 <= flag;
	end 
end 
always_comb begin : stage_1_comb
    bond_comb_1 = x_0 * a1_1_0 + y_0 * a2_1_0; 
    flag_comb_1 = (b_1_0 >= bond_comb_1) && flag_0;
end
always_ff @(posedge clk, negedge rst_n) begin : stage_1_ff
	if(~rst_n) begin
		y_1 <= 0;
		x_1 <= 0;
        flag_1 <= 0;
		valid_1 <= 0;
	end 
	else begin      
		y_1 <= y_0;
		x_1 <= x_0;
		valid_1 <= valid_0;
        flag_1 <= flag_comb_1;
	end 
end 
always_comb begin : stage_2_comb
    bond_comb_2 = x_1 * a1_2_0 + y_1 * a2_2_0; 
    flag_comb_2 = (b_2_0 >= bond_comb_2) && flag_1;
end
always_ff @(posedge clk, negedge rst_n) begin : stage_2_ff
	if(~rst_n) begin
		y_2 <= 0;
		x_2 <= 0;
        flag_2 <= 0;
		valid_2 <= 0;
	end 
	else begin      
		y_2 <= y_1;
		x_2 <= x_1;
		valid_2 <= valid_1;
        flag_2 <= flag_comb_2;
	end 
end 
always_comb begin : stage_3_comb
    out_comb = 0;
    out_max_comb = (in_valid) ? -{~11'd0} : out_max;
    out_temp = x_2 * c_1_0 + y_2 * c_2_0;
    if(out_max < out_temp && flag_2) out_max_comb = out_temp;
    if(valid_2) out_comb = out_max_comb;
end
always_ff @(posedge clk, negedge rst_n) begin : stage_3_ff
	if(~rst_n) begin
        out_max <= ~0;
        out_max_value <= 0;
        out_valid <= 0;
	end 
	else begin      
        out_valid <= valid_2;
        out_max_value <= out_comb;
        out_max <= out_max_comb;
	end 
end 
endmodule
</file>
<file path="design/flow/run.sh">
#!/bin/bash
# OpenROAD 26Q1-2900-gdf79404cd8, Yosys 0.63+post, stock flow scripts
make -C /OpenROAD-flow-scripts/flow DESIGN_CONFIG=/design/flow/config.mk WORK_HOME=/design/flow/orfs finish
</file>
<file path="design/flow/config.mk">
export PLATFORM = sky130hd
export DESIGN_NAME = LP
export DESIGN_NICKNAME = LP
export VERILOG_FILES = /design/flow/design.v
export SDC_FILE = /design/flow/constraint.sdc
export NUM_CORES = 4
export LEC_CHECK = 1
export CORE_UTILIZATION = 40
</file>
<file path="design/flow/constraint.sdc">
current_design LP

set clk_period 13.2
set clk_io_pct 0.2

create_clock -name clk0 -period $clk_period [get_ports {clk}]

set non_clock_inputs [all_inputs -no_clocks]
set_input_delay [expr $clk_period * $clk_io_pct] -clock clk0 $non_clock_inputs
set_output_delay [expr $clk_period * $clk_io_pct] -clock clk0 [all_outputs]
</file>
==> reports/qor.yml <==
global_routing:
  antenna_found_initial: 0
  grt_usage_pct: 20.6
  grt_pass1_wl_mm: 79.8
  overflow: 0
  grt_pass1_vias: 14100
  grt_max_degree: 57
yosys:
  synth-edff-count: 0
  avgSynthCellArea_um2: 10.5
  ys_cells: 1966
  ys.flops: 246
  synth_warnings: 1
  postSynth.asyncResetShare_pct: 100
  yosys-stat-area_um2: 20600
  synth_seq_share_pct: 30.4
  synth_cell_types: 55
  synth-main-ff-cell: "dfrtp_1"
  netlist_area_um2: 20600
  syn_inst: 1966
clocking:
  holdBufCountCts: 0
  cts-root-buf: "clkbuf_16"
  cts_setup_buffers: 0
  htree_num_levels: 1
  cts_buffer_depth: 3
  clock-sinks: 246
  clk_pin_slew_ns: 0.06
  cts_tree: "yes"
  cts_buffers: 29
  post_cts_resized: 0
  clock_latency_ns: 0.56
floorplan:
  rows: 82
  die_area_um2: 52400
  fp-utilization_pct: 40.8
  core_um2: 50500
  die_h_um: 229
  io_pins: 40
  die_w_um: 229
sta:
  worst_pin_slew_ns: 0.910
  setup_ws_ns: 5.82
  whs_ns: 0.351
  fin_crit_sh_pct: 55.9
  slew_headroom_pct: 39.2
  rsz0062_at_grt: "no"
  fin_skew_ns: 0.00882
  setup_viol: 0
  timing.final.crit_period_ns: 7.38
  hold_violations: 0
  finalMaxSlewViolations: 0
  fmax_ghz: 0.136
  finalSetupTns_ns: 0
setup_path:
  endpoint_kind: "flop"
  cp_common_cell: "fa_1"
  worst_setup_path_start_kind: "flop"
  slowest_delay_ns: 0.60
  arrival_ns: 7.82
  slowest_stage: "a2111oi_0"
  crit_fanout: 13
  critical_path_class: "reg -> reg"
  cp.required_ns: 13.65
cells_and_area:
  fin_area_um2: 22700
  syn2layout_area_growth_pct: 10.3
  finalCoreUtilization_pct: 45.0
  drive_above_1_share_pct: 12.6
  lay_top_count: "inv_1"
  lay_top_cells: "inv_1 (269), fa_1 (222), nand2_1 (220), ha_1 (164), dfrtp_1 (164)"
detailed_routing:
  wl_per_cell_um: 18.2
  diodes: 0
  drt_pass1_iterations: 5
  routed_wl_mm: 48.9
  vias_per_cell: 4.96
  drt_iter0_markers: 666
  drc: 0
  route.vias.total: 13300
  ant_nets: 0
flow_run:
  max_cap_viol_count: 0
  tool_warnings: 26
outcome:
  status: "completed"
placement:
  gp_congestion: 0.933
  numPortBuffers: 39
  pre_cts_ws_ns: 5.85
  dpl.hpwl_mm: 39.2
  place_area_um2: 21700
worst_hold_path:
  min_path_type: "reg -> reg"
-- through the flow --
stage | std cells
6_report | 2686
5_1_grt | 2686
4_1_cts | 2686
3_5_place_dp | 2633
3_3_place_gp | 2633
2_1_floorplan | 1966
-- routing by layer --
layer	GRT usage, %	up-vias	share of wire [%]
li1	-	6310	-
met1	29.1	6611	42
met2	32.7	310	48
met3	4.86	94	6.0
met4	6.75	0	4.3
met5	0	-	0
-- cell type report --
type / instances / area [um^2]
multi-input cells: 1394 / 13100
flip-flops and latches: 246 / 6260
repair buffers: 52 / 493
clock inverters: 16 / 224
well taps: 672 / 841
clock buffers: 37 / 786
fillers: 4660 / 27700
inverters: 269 / 1010
-- critical path: cells and delay by family (launching register included) --
kind                     cells  cell delay, ns
flip-flops                   1            0.50
adder cells (fa/ha/maj)      8            3.56
XOR/XNOR                     1            0.22
AND-OR/OR-AND                5            1.22
multiplexers                 2            0.38
buffers and inverters        3            0.39
AND/OR/NAND/NOR              6            0.99
-- cell families after synthesis --
| family | count (synthesis) | share of synthesized area (%) |
|---|---|---|
| AND/OR/NAND/NOR | 585 | 14.6 |
| XOR/XNOR | 170 | 7.29 |
| adder cells (fa/ha/maj) | 386 | 31.5 |
| multiplexers | 114 | 6.14 |
| flip-flops | 246 | 30.4 |
| buffers and inverters | 326 | 5.99 |
| AND-OR/OR-AND | 139 | 4.15 |
-- synth_stat cells, types with 5 or more instances --
| master | count | share of area [%] |
|---|---|---|
| mux2_2 | 100 | 5.5 |
| nand2b_1 | 45 | 1.4 |
| dfrtp_1 | 164 | 20 |
| nor2_1 | 48 | 0.87 |
| o22ai_1 | 6 | 0.18 |
| nand3_1 | 22 | 0.53 |
| a211oi_1 | 8 | 0.29 |
| mux2i_1 | 14 | 0.68 |
| dfstp_2 | 82 | 10 |
| and4_1 | 5 | 0.21 |
| inv_1 | 269 | 4.9 |
| o211ai_1 | 5 | 0.18 |
| nor4_1 | 7 | 0.21 |
| o21bai_1 | 10 | 0.36 |
| a31oi_1 | 5 | 0.15 |
| ha_1 | 164 | 10 |
| xor2_1 | 34 | 1.4 |
| nor2b_1 | 18 | 0.55 |
| or3_1 | 5 | 0.15 |
| nand4_1 | 12 | 0.36 |
| a21oi_1 | 35 | 0.85 |
| and2_1 | 156 | 4.7 |
| or4_1 | 11 | 0.40 |
| xnor2_1 | 135 | 5.7 |
| clkbuf_1 | 50 | 0.91 |
| fa_1 | 222 | 22 |
| nor3_1 | 16 | 0.39 |
| a21o_1 | 10 | 0.36 |
| and3_1 | 7 | 0.21 |
| nand2_1 | 220 | 4.0 |
| o21ai_0 | 45 | 1.1 |
-- path summary, 6_finish.rpt --
check / from / end / slack, ns / cells past startpoint
min reg2reg: valid / valid_0 / 0.35 / 0
min in group asynchronous: rst_n / y_0[5] / 2.02 / 1
min: valid / valid_0 / 0.35 / 0
max: c_2_0[0] / out_max_value[9] / 5.82 / 25
max in group asynchronous: rst_n / out_max[7] / 9.57 / 3
max reg2reg: c_2_0[0] / out_max_value[9] / 5.82 / 25
